==> design.v <==
module SPI_Slave
	#(parameter	DataWidth	= 8,
				BuferSize	= 8)
	(input logic					i_SCK, i_NRESET,
	input logic						i_NCE,
	input logic						i_MOSI,
	output logic					o_MISO,
	input logic[(DataWidth - 1):0]	i_WriteData,
	output logic[(DataWidth - 1):0]	o_ReadData);
	int				BuferCounter, WriteBuferCounter, ReadBuferCounter;
	logic[2:0]		BitCounter;
	logic 			s_MISO;
	logic[(DataWidth - 1):0]	s_ReadData_Reg;
	logic[(DataWidth - 1):0]	s_DataBufer[(BuferSize - 1):0];
	always_ff	@(posedge i_SCK, negedge i_NRESET)
	begin
		if (~i_NRESET)
		begin
			int i;
			for (i = 0; i < BuferSize; i = i + 1)	s_DataBufer[i] <= 8'b0;
			BuferCounter	<= 0;
			BitCounter		<= 3'b111;
		end
		else if (~i_NCE)
		begin
			s_DataBufer[BuferCounter][BitCounter] <= i_MOSI;
			s_MISO <= s_DataBufer[BuferCounter + (BuferSize - 1)][BitCounter];
			if (BitCounter <= 3'b000)
			begin
				BitCounter <= 3'b111;
				if (BuferCounter >= BuferSize)			BuferCounter <= 0;
				else									BuferCounter <= BuferCounter + 1;
			end
			else		BitCounter <= BitCounter - 3'd1;
		end
		else
		begin
			s_DataBufer[WriteBuferCounter] <= i_WriteData;
			if (WriteBuferCounter >= BuferSize)		WriteBuferCounter <= 0;
			else									WriteBuferCounter <= WriteBuferCounter + 1;
			s_ReadData_Reg <= s_DataBufer[ReadBuferCounter];
			if (ReadBuferCounter >= BuferSize)		ReadBuferCounter <= 0;
			else									ReadBuferCounter <= ReadBuferCounter + 1;
		end
	end
	assign o_MISO = s_MISO;
	assign o_ReadData = s_ReadData_Reg;
endmodule
module SPI_Slave_DDCA
	#(parameter	DataWidth	= 8,
				BuferSize	= 8)
	(input logic			i_NRESET,
	input logic				i_SCK,
	input logic				i_MOSI,
	output logic			o_MISO,
	input logic				i_NCE,
	input logic[(DataWidth - 1):0]	i_WriteData,
	output logic[(DataWidth - 1):0]	o_ReadData);
	logic[2:0]					s_BitCounter;
	logic						s_MISO;
	logic						s_NewByte;
	logic[3:0]					s_BuferCounter;
	logic[(DataWidth - 1):0]	s_ReadData_Reg;
	logic[(DataWidth - 1):0]	s_DataBufer[(BuferSize - 1):0];
	always_ff	@(negedge i_SCK, negedge i_NRESET)
	begin
		if (~i_NRESET)		s_BitCounter <= 3'b000;
		else if (~i_NCE)	s_BitCounter <= s_BitCounter + 3'd1;
	end
	always_ff	@(posedge s_NewByte, negedge i_NRESET)
	begin
		if (~i_NRESET)		s_BuferCounter <= 3'd0;
		else if (~i_NCE)	s_BuferCounter <= s_BuferCounter + 3'd1;
	end
	always_ff	@(posedge i_SCK)
	begin
		if (~i_NCE)
			s_DataBufer[s_BuferCounter] <= (s_BitCounter == 3'd0) ?	{i_WriteData[6:0], i_MOSI} : {s_DataBufer[s_BuferCounter][6:0], i_MOSI};
	end
	always_ff	@(negedge i_SCK)
	begin
		if (~i_NCE)		s_MISO <= s_ReadData_Reg[7];
	end
	assign s_ReadData_Reg = s_DataBufer[s_BuferCounter];
	assign s_NewByte	= (s_BitCounter == 3'd0) ?	1'b1 : 1'b0;
	assign o_MISO		= (s_BitCounter == 3'd0) ?	i_WriteData[7] : s_MISO;
	assign o_ReadData	= s_ReadData_Reg;
endmodule
==> run.sh <==
#!/bin/bash
# OpenROAD 26Q1-2900-gdf79404cd8, Yosys 0.63+post, stock flow scripts
make -C /OpenROAD-flow-scripts/flow DESIGN_CONFIG=/design/flow/config.mk WORK_HOME=/design/flow/orfs finish
==> config.mk <==
export PLATFORM = sky130hd
export DESIGN_NAME = SPI_Slave
export DESIGN_NICKNAME = SPI_Slave
export VERILOG_FILES = /design/flow/design.v
export SDC_FILE = /design/flow/constraint.sdc
export NUM_CORES = 4
export LEC_CHECK = 1
export CORE_UTILIZATION = 50
==> constraint.sdc <==
current_design SPI_Slave

set clk_period 4.0
set clk_io_pct 0.2

create_clock -name clk0 -period $clk_period [get_ports {i_SCK}]

set non_clock_inputs [all_inputs -no_clocks]
set_input_delay [expr $clk_period * $clk_io_pct] -clock clk0 $non_clock_inputs
set_output_delay [expr $clk_period * $clk_io_pct] -clock clk0 [all_outputs]
==> results.yml <==
# flow metrics
status:
  outcome: "finished clean"
timing:
  rsz0062_at_grt: "no"
  worst_pin_slew_ns: 0.883
  fmax_mhz: 326
  fin_skew_ns: 0.00874
  fin_tns_setup_ns: 0
  hold_viol: 0
  slew_violations: 0
  slew_headroom_pct: 41.0
  fin_crit_sh_pct: 76.7
  hold_ws_ns: 0.369
  setup_viol: 0
  finalCriticalPeriod_ns: 3.07
critical_path:
  slowest_stage: "a2111oi_2"
  end_kind: "flop"
  crit_top_cell: "o21ai_0"
  cp_cell_sequence: "inv_1 > ha_1 > xor2_1 > buf_4 > a2111oi_2 > a211oi_1 > o21ai_0 > o21ai_0 > o21ai_0"
  crit_path_start_kind: "flop"
  crit_fanout: 12
  critPathRequiredTime_ns: 4.24
  criticalPathCategory: "reg -> reg"
  cp_slowest_stage_delay_ns: 0.84
  cp_data_arrival_time_ns: 3.31
layout:
  layout.cells.most_common: "o21ai_0"
  final_cell_area_um2: 10400
  fin_cells: 1206
  postLayoutCoreUtil_pct: 57.2
  syn2layout_area_growth_pct: 11.1
  seqCellArea_um2: 4670
  combGateArea_um2: 4430
  final_cell_mix: "153 x o21ai_0, 110 x nor2_1, 96 x dfrtp_1"
  drive_gt1_share_pct: 9.21
  fillers: 1467
floorplanning:
  coreArea_um2: 18100
  rows: 49
  io_pins: 21
  die_x_um: 139
  dieArea_um2: 19200
  die.size.y_um: 139
  fp_util_pct: 51.5
logic_synthesis:
  aoi_share_pct: 16.0
  adder_share_pct: 3.08
  synth-async-reset-ratio_pct: 57.6
  yosys_area_um2: 9350
  ys.flop_type: "dfrtp_1"
  numSynthFlops: 172
  xor_share_pct: 7.20
  yosys_cells: 949
  synth_cell_types: 59
  yosysWarnings: 2
  ys_sh_simple_pct: 18.2
  synth_area_um2: 9350
  postSynthSeqShare_pct: 50.0
  syn_avg_cell_area_um2: 9.85
  syn_inst: 949
  edf_count: 73
  synth.logic.top_family: "simple AND/OR/NAND/NOR gates"
  ys_sh_mux_pct: 2.73
clocking:
  cts_resized: 0
  clk_latency_ns: 0.42
  cts_hold_buffers: 0
  htree_levels: 4
  clkTransAtPathRegs_ns: 0.07
  cts_tree: "built"
  clockBufferDepth: 2
  cts.sinks: 172
  cts_root_buf: "clkbuf_16"
  cts_buffers: 17
  cts_setup_buffers: 0
global_routing:
  grt-ovfl-total: 0
  grt_max_degree: 59
  gr-usage-all-layers_pct: 25.5
  antenna_found_initial: 0
  grt_first_pass_wirelength_um: 37000
  grt_pass1_vias: 7049
route:
  drcViolationCount: 0
  vias_per_cell: 6.21
  routed-via-count: 7487
  firstDrtPassIters: 16
  routed_wl_um: 22600
  drt_iter0_drc: 671
  antenna_cells: 0
  final_antenna_net_count: 0
  routedWlPerCell_um: 18.7
min_path:
  hold_class: "in -> async"
placed_design:
  port_buffers: 20
  dpl-instance-area_um2: 9820
  hpwl_um: 14600
  gp_congestion: 0.974
  dp_cells: 1174
power_and_ir_drop:
  vdd_drop_max_uv: 435
  cellPowerDensity_nw_per_um2: 591
  leakage_uw: 0.00391
run:
  warning_count: 40
  cap_violations: 0
cell families (layout without fill, tap and decap cells):
kind of cell / after synthesis / count (layout)
fa+ha+maj: 23 / 23
buf+inv: 65 / 93
simple gates: 337 / 337
mux: 23 / 23
xor+xnor: 76 / 76
flops: 172 / 172
compound gates: 253 / 253
report_power, final:
| group | internal, µW | switching [µW] | total, µW |
|---|---|---|---|
| registers | 2250 | 360 | 2610 |
| clock network | 938 | 660 | 1600 |
| logic | 770 | 1160 | 1930 |
stage by stage:
stage          power [µW]  worst slack (ns)
5_1_grt              6490             0.594
3_5_place_dp         4510             0.954
6_report             6140             0.932
4_1_cts              6140             0.909
2_1_floorplan        3840             0.158
3_3_place_gp         4490             0.977
path summary, 6_finish.rpt:
path                                   from  cells after the start                 to  slack (ns)
setup / recovery            BuferCounter[1]                      9             s_MISO        0.93
hold / removal                     i_NRESET                      1  s_DataBufer[4][5]        0.37
setup reg to reg            BuferCounter[1]                      9             s_MISO        0.93
hold reg to reg            BuferCounter[30]                      1   BuferCounter[31]        0.52
max in group asynchronous          i_NRESET                      2   BuferCounter[26]        2.48
min in group clk0          BuferCounter[30]                      1   BuferCounter[31]        0.52
state kept, by name, summed over array words and instances (netlist names):
signal             count
s_DataBufer           64
BuferCounter          32
ReadBuferCounter      32
WriteBuferCounter     32
s_ReadData_Reg         8
BitCounter             3
s_MISO                 1
area by class of cell:
cell class                 count  share of cell area [%]
sequential                   172                    45.0
multi-input combinational    712                    42.7
clock buffer                  26                    4.87
timing repair buffer          39                    3.35
tap                          229                    2.76
inverter                      22                   0.795
clock inverter                 6                   0.590
synth_stat cells (all sizes together) (2+ instances only):
cell | n | area (µm²)
xnor2 | 33 | 297
a22oi | 10 | 75.1
nand2b | 2 | 20.0
a311oi | 2 | 17.5
a41oi | 7 | 61.3
nor2 | 113 | 429
and4 | 10 | 87.6
xor2 | 43 | 377
nor3b | 5 | 42.5
nor2b | 6 | 37.5
and2 | 3 | 18.8
a221oi | 9 | 78.8
a21oi | 34 | 170
a211oi | 4 | 30.0
mux2 | 20 | 225
or4 | 2 | 15.0
and3 | 13 | 81.3
nand3 | 35 | 175
nand2 | 58 | 218
nand4 | 23 | 150
inv | 21 | 78.8
dfrtp | 96 | 2400
buf | 13 | 60.1
a222oi | 13 | 130
a31oi | 8 | 50.1
mux2i | 3 | 30.0
clkbuf | 30 | 113
a2bb2oi | 2 | 17.5
or2 | 2 | 12.5
nor3 | 23 | 130
nor4 | 27 | 175
edfxtp | 73 | 2190
ha | 23 | 288
dfstp | 3 | 78.8
o21ai | 153 | 766
or3 | 13 | 81.3
metal layers:
| metal | part of all wire [%] | GRT usage, % | vias to the layer above |
|---|---|---|---|
| met3 | 7.5 | 7.57 | 30 |
| li1 | - | - | 3559 |
| met1 | 47 | 41.1 | 3643 |
| met2 | 44 | 36.9 | 255 |
| met5 | 0 | 0 | - |
| met4 | 1.7 | 4.33 | 0 |
critical path: cells and delay by family, from the launching register on:
family,cells,cell delay (ns)
AND-OR/OR-AND,5,1.55
flip-flops,1,0.49
adder cells (fa/ha/maj),1,0.27
buffers and inverters,2,0.41
XOR/XNOR,1,0.17
Power figures rest on the tool's default switching activity, not on a simulated workload.
